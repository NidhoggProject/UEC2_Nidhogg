[./config.mk]
export PLATFORM = sky130hd
export DESIGN_NAME = playerR
export DESIGN_NICKNAME = playerR
export VERILOG_FILES = /design/flow/design.v
export SDC_FILE = /design/flow/constraint.sdc
export NUM_CORES = 4
export LEC_CHECK = 1
export CORE_UTILIZATION = 40
[./constraint.sdc]
current_design playerR

set clk_period 9.0
set clk_io_pct 0.2

create_clock -name clk0 -period $clk_period [get_ports {clk}]

set non_clock_inputs [all_inputs -no_clocks]
set_input_delay [expr $clk_period * $clk_io_pct] -clock clk0 $non_clock_inputs
set_output_delay [expr $clk_period * $clk_io_pct] -clock clk0 [all_outputs]
[./design.v]
`timescale 1ns / 1ps
module playerR(
    input wire clk,
    input wire reset,
    input wire [11:0] vcount_in,
    input wire vsync_in,
    input wire vblnk_in,
    input wire [11:0] hcount_in,
    input wire hsync_in,
    input wire hblnk_in,
    input wire [11:0] rgb_in,
    input wire [11:0] rgb_pixel_sword_R,
    input wire [11:0] rgb_pixel_playerR_head,
    input wire [11:0] rgb_pixel_playerR_head2,
    input wire [11:0] rgb_pixel_playerR_legs,
    input wire [11:0] rgb_pixel_playerR_legs2,  
    input wire change_legs,
    input wire [4:0] sword_pos,
    input wire [11:0] x_sword_pos,
    input wire dead_R,
    input wire [11:0] RP_x_pos,
    input wire [11:0] RP_y_pos,
    output reg [11:0] vcount_out,
    output reg vsync_out,
    output reg vblnk_out,
    output reg [11:0] hcount_out,
    output reg hsync_out,
    output reg hblnk_out,
    output reg [11:0] pixel_addr_playerR_head,
    output reg [11:0] pixel_addr_playerR_legs,
    output reg [9:0] pixel_addr_sword_R,
    output reg [11:0] rgb_out,
    output reg [11:0] xpos_playerR_out,
    output reg [11:0] ypos_playerR_out,
    output reg [11:0] xpos_sword_R,
    output reg [11:0] ypos_sword_R
);
    localparam HEIGHT = 64;
    localparam WIDTH = 64;
    localparam SWORD_SIZE = 32;
    reg [11:0] rgb_out_nxt;
    wire [11:0] xpos_playerR_nxt, ypos_playerR_nxt;
    wire [11:0] xpos_playerR_legs, ypos_playerR_legs;
    wire [11:0] xpos_playerR_head_dead, ypos_playerR_head_dead;
    wire [11:0] xpos_playerR_legs_dead, ypos_playerR_legs_dead;
    wire [11:0] LP_x_pos_nxt, RP_x_pos_nxt, RP_y_pos_nxt;
    wire [11:0] xpos_sword_R_nxt, ypos_sword_R_nxt;
    assign RP_x_pos_nxt = RP_x_pos;
    assign RP_y_pos_nxt = RP_y_pos;
    assign xpos_playerR_nxt = (800 - 75 - 64) - RP_x_pos_nxt;
    assign ypos_playerR_nxt = 450 - RP_y_pos_nxt;
    assign xpos_playerR_legs = xpos_playerR_nxt;
    assign ypos_playerR_legs = ypos_playerR_nxt + 64;
    assign xpos_sword_R_nxt = (xpos_playerR_nxt - 32 - x_sword_pos);
    assign ypos_sword_R_nxt = (ypos_playerR_nxt + 55 - sword_pos);
    wire [5:0] addrx_playerR_head;
    wire [5:0] addry_playerR_head;
    wire [5:0] addrx_playerR_legs;
    wire [5:0] addry_playerR_legs;
    wire [5:0] addrx_sword_R, addry_sword_R;
    assign addry_playerR_head = vcount_in - ypos_playerR_nxt;
    assign addrx_playerR_head = hcount_in - xpos_playerR_nxt;
    assign addry_playerR_legs = vcount_in - ypos_playerR_legs;
    assign addrx_playerR_legs = hcount_in - xpos_playerR_legs;  
    assign addrx_sword_R = hcount_in - xpos_sword_R_nxt;
    assign addry_sword_R = vcount_in - ypos_sword_R_nxt;
    always@(posedge clk)
    if (reset)
    begin
        hsync_out <= 0;
        vsync_out <= 0;
        hblnk_out <= 0;
        vblnk_out <= 0;
        hcount_out <= 0;
        vcount_out <= 0;
    end
    else
    begin
        hsync_out <= hsync_in;
        vsync_out <= vsync_in;
        hblnk_out <= hblnk_in;
        vblnk_out <= vblnk_in;
        hcount_out <= hcount_in;
        vcount_out <= vcount_in;
        xpos_playerR_out <= xpos_playerR_nxt;
        ypos_playerR_out <= ypos_playerR_nxt;
        xpos_sword_R <= xpos_sword_R_nxt;
        ypos_sword_R <= ypos_sword_R_nxt;
        pixel_addr_playerR_head <= {addry_playerR_head[5:0], addrx_playerR_head[5:0]};
        pixel_addr_playerR_legs <= {addry_playerR_legs[5:0], addrx_playerR_legs[5:0]};
        pixel_addr_sword_R <= {addry_sword_R[4:0], addrx_sword_R[4:0]};
    end
    always@(posedge clk)
    begin
    if (reset)
        rgb_out <= 0;
    else
        rgb_out <= rgb_out_nxt;
    end
    always @(*)
    begin
        if(vblnk_in || hblnk_in) rgb_out_nxt = 12'h0_0_0;
        else
        begin
            if(~vblnk_in & ~hblnk_in)
            begin                
                if (dead_R != 1)
                begin
                    if (change_legs == 1)
                    begin
                        if (sword_pos == 0)
                        begin
                            if ((vcount_in <= ypos_playerR_nxt + HEIGHT - 1) && (vcount_in >= ypos_playerR_nxt ) && (hcount_in <= xpos_playerR_nxt + WIDTH + 1) && (hcount_in >= xpos_playerR_nxt + 2) && (rgb_pixel_playerR_head != 12'h198)) rgb_out_nxt <= rgb_pixel_playerR_head;
                            else if ((vcount_in <= ypos_playerR_legs + HEIGHT - 1) && (vcount_in >= ypos_playerR_legs ) && (hcount_in <= xpos_playerR_legs + WIDTH + 1) && (hcount_in >= xpos_playerR_legs + 2) && (rgb_pixel_playerR_legs2 != 12'h198)) rgb_out_nxt <= rgb_pixel_playerR_legs2;
                            else if ((vcount_in <= ypos_sword_R_nxt + SWORD_SIZE - 1) && (vcount_in >= ypos_sword_R_nxt) && (hcount_in <= xpos_sword_R_nxt + SWORD_SIZE + 1) && (hcount_in >= xpos_sword_R_nxt + 2) && (rgb_pixel_sword_R != 12'h198)) rgb_out_nxt <= 12'h000;
                            else rgb_out_nxt <= rgb_in;
                        end
                        else if (sword_pos != 0)
                        begin
                            if ((vcount_in <= ypos_playerR_nxt + HEIGHT - 1) && (vcount_in >= ypos_playerR_nxt ) && (hcount_in <= xpos_playerR_nxt + WIDTH + 1) && (hcount_in >= xpos_playerR_nxt + 2) && (rgb_pixel_playerR_head2 != 12'h198)) rgb_out_nxt <= rgb_pixel_playerR_head2;
                            else if ((vcount_in <= ypos_playerR_legs + HEIGHT - 1) && (vcount_in >= ypos_playerR_legs ) && (hcount_in <= xpos_playerR_legs + WIDTH + 1) && (hcount_in >= xpos_playerR_legs + 2) && (rgb_pixel_playerR_legs2 != 12'h198)) rgb_out_nxt <= rgb_pixel_playerR_legs2;
                            else if ((vcount_in <= ypos_sword_R_nxt + SWORD_SIZE - 1) && (vcount_in >= ypos_sword_R_nxt) && (hcount_in <= xpos_sword_R_nxt + SWORD_SIZE + 1) && (hcount_in >= xpos_sword_R_nxt + 2) && (rgb_pixel_sword_R != 12'h198)) rgb_out_nxt <= 12'h000;
                            else rgb_out_nxt <= rgb_in;
                        end
                    end
                    else if (change_legs != 1)
                    begin
                        if (sword_pos == 0)
                        begin
                            if ((vcount_in <= ypos_playerR_nxt + HEIGHT - 1) && (vcount_in >= ypos_playerR_nxt ) && (hcount_in <= xpos_playerR_nxt + WIDTH + 1) && (hcount_in >= xpos_playerR_nxt + 2) && (rgb_pixel_playerR_head != 12'h198)) rgb_out_nxt <= rgb_pixel_playerR_head;
                            else if ((vcount_in <= ypos_playerR_legs + HEIGHT - 1) && (vcount_in >= ypos_playerR_legs ) && (hcount_in <= xpos_playerR_legs + WIDTH + 1) && (hcount_in >= xpos_playerR_legs + 2) && (rgb_pixel_playerR_legs != 12'h198)) rgb_out_nxt <= rgb_pixel_playerR_legs;
                            else if ((vcount_in <= ypos_sword_R_nxt + SWORD_SIZE - 1) && (vcount_in >= ypos_sword_R_nxt) && (hcount_in <= xpos_sword_R_nxt + SWORD_SIZE + 1) && (hcount_in >= xpos_sword_R_nxt + 2) && (rgb_pixel_sword_R != 12'h198)) rgb_out_nxt <= 12'h000;
                            else rgb_out_nxt <= rgb_in;
                        end
                        else if (sword_pos != 0)
                        begin
                            if ((vcount_in <= ypos_playerR_nxt + HEIGHT - 1) && (vcount_in >= ypos_playerR_nxt ) && (hcount_in <= xpos_playerR_nxt + WIDTH + 1) && (hcount_in >= xpos_playerR_nxt + 2) && (rgb_pixel_playerR_head2 != 12'h198)) rgb_out_nxt <= rgb_pixel_playerR_head2;
                            else if ((vcount_in <= ypos_playerR_legs + HEIGHT - 1) && (vcount_in >= ypos_playerR_legs ) && (hcount_in <= xpos_playerR_legs + WIDTH + 1) && (hcount_in >= xpos_playerR_legs + 2) && (rgb_pixel_playerR_legs != 12'h198)) rgb_out_nxt <= rgb_pixel_playerR_legs;
                            else if ((vcount_in <= ypos_sword_R_nxt + SWORD_SIZE - 1) && (vcount_in >= ypos_sword_R_nxt) && (hcount_in <= xpos_sword_R_nxt + SWORD_SIZE + 1) && (hcount_in >= xpos_sword_R_nxt + 2) && (rgb_pixel_sword_R != 12'h198)) rgb_out_nxt <= 12'h000;
                            else rgb_out_nxt <= rgb_in;
                        end
                    end
                end
                else
                    begin
                    if (change_legs == 1)
                    begin
                        if (sword_pos == 0)
                        begin
                            if ((vcount_in <= ypos_playerR_nxt + HEIGHT - 1) && (vcount_in >= ypos_playerR_nxt ) && (hcount_in <= xpos_playerR_nxt + WIDTH + 1) && (hcount_in >= xpos_playerR_nxt + 2) && (rgb_pixel_playerR_head != 12'h198)) rgb_out_nxt <= 12'hf00;
                            else if ((vcount_in <= ypos_playerR_legs + HEIGHT - 1) && (vcount_in >= ypos_playerR_legs ) && (hcount_in <= xpos_playerR_legs + WIDTH + 1) && (hcount_in >= xpos_playerR_legs + 2) && (rgb_pixel_playerR_legs2 != 12'h198)) rgb_out_nxt <= 12'hf00;
                            else if ((vcount_in <= ypos_sword_R_nxt + SWORD_SIZE - 1) && (vcount_in >= ypos_sword_R_nxt) && (hcount_in <= xpos_sword_R_nxt + SWORD_SIZE + 1) && (hcount_in >= xpos_sword_R_nxt + 2) && (rgb_pixel_sword_R != 12'h198)) rgb_out_nxt <= 12'hf00;
                            else rgb_out_nxt <= rgb_in;
                        end
                        else if (sword_pos != 0)
                        begin
                            if ((vcount_in <= ypos_playerR_nxt + HEIGHT - 1) && (vcount_in >= ypos_playerR_nxt ) && (hcount_in <= xpos_playerR_nxt + WIDTH + 1) && (hcount_in >= xpos_playerR_nxt + 2) && (rgb_pixel_playerR_head2 != 12'h198)) rgb_out_nxt <= 12'hf00;
                            else if ((vcount_in <= ypos_playerR_legs + HEIGHT - 1) && (vcount_in >= ypos_playerR_legs ) && (hcount_in <= xpos_playerR_legs + WIDTH + 1) && (hcount_in >= xpos_playerR_legs + 2) && (rgb_pixel_playerR_legs2 != 12'h198)) rgb_out_nxt <= 12'hf00;
                            else if ((vcount_in <= ypos_sword_R_nxt + SWORD_SIZE - 1) && (vcount_in >= ypos_sword_R_nxt) && (hcount_in <= xpos_sword_R_nxt + SWORD_SIZE + 1) && (hcount_in >= xpos_sword_R_nxt + 2) && (rgb_pixel_sword_R != 12'h198)) rgb_out_nxt <= 12'hf00;
                            else rgb_out_nxt <= rgb_in;
                        end
                    end
                    else if (change_legs != 1)
                    begin
                        if (sword_pos == 0)
                        begin
                            if ((vcount_in <= ypos_playerR_nxt + HEIGHT - 1) && (vcount_in >= ypos_playerR_nxt ) && (hcount_in <= xpos_playerR_nxt + WIDTH + 1) && (hcount_in >= xpos_playerR_nxt + 2) && (rgb_pixel_playerR_head != 12'h198)) rgb_out_nxt <= 12'hf00;
                            else if ((vcount_in <= ypos_playerR_legs + HEIGHT - 1) && (vcount_in >= ypos_playerR_legs ) && (hcount_in <= xpos_playerR_legs + WIDTH + 1) && (hcount_in >= xpos_playerR_legs + 2) && (rgb_pixel_playerR_legs != 12'h198)) rgb_out_nxt <= 12'hf00;
                            else if ((vcount_in <= ypos_sword_R_nxt + SWORD_SIZE - 1) && (vcount_in >= ypos_sword_R_nxt) && (hcount_in <= xpos_sword_R_nxt + SWORD_SIZE + 1) && (hcount_in >= xpos_sword_R_nxt + 2) && (rgb_pixel_sword_R != 12'h198)) rgb_out_nxt <= 12'hf00;
                            else rgb_out_nxt <= rgb_in;
                        end
                        else if (sword_pos != 0)
                        begin
                            if ((vcount_in <= ypos_playerR_nxt + HEIGHT - 1) && (vcount_in >= ypos_playerR_nxt ) && (hcount_in <= xpos_playerR_nxt + WIDTH + 1) && (hcount_in >= xpos_playerR_nxt + 2) && (rgb_pixel_playerR_head2 != 12'h198)) rgb_out_nxt <= 12'hf00;
                            else if ((vcount_in <= ypos_playerR_legs + HEIGHT - 1) && (vcount_in >= ypos_playerR_legs ) && (hcount_in <= xpos_playerR_legs + WIDTH + 1) && (hcount_in >= xpos_playerR_legs + 2) && (rgb_pixel_playerR_legs != 12'h198)) rgb_out_nxt <= 12'hf00;
                            else if ((vcount_in <= ypos_sword_R_nxt + SWORD_SIZE - 1) && (vcount_in >= ypos_sword_R_nxt) && (hcount_in <= xpos_sword_R_nxt + SWORD_SIZE + 1) && (hcount_in >= xpos_sword_R_nxt + 2) && (rgb_pixel_sword_R != 12'h198)) rgb_out_nxt <= 12'hf00;
                            else rgb_out_nxt <= rgb_in;
                        end
                    end
                end
            end
            else rgb_out_nxt = 12'h0_0_0;
        end
    end
endmodule
[./run.sh]
#!/bin/bash
# OpenROAD 26Q1-2900-gdf79404cd8, Yosys 0.63+post, stock flow scripts
make -C /OpenROAD-flow-scripts/flow DESIGN_CONFIG=/design/flow/config.mk WORK_HOME=/design/flow/orfs finish
==> report_table.html <==
<h3>Run summary</h3>
<table>
<tr><th>Metric</th><th>Value</th></tr>
<tr><th colspan="2">Outcome</th></tr>
<tr><td>Run status</td><td>complete, no violations</td></tr>
<tr><th colspan="2">Place</th></tr>
<tr><td>Port Buffers</td><td>266</td></tr>
<tr><td>Placement Setup Slack</td><td>226 ps</td></tr>
<tr><td>Placed cell count</td><td>1729</td></tr>
<tr><td>Half-perimeter wire length of the detailed placement result</td><td>25000 um</td></tr>
<tr><td>Global placer's final weighted congestion</td><td>0.967</td></tr>
<tr><th colspan="2">Layout</th></tr>
<tr><td>Share of final-layout standard cells stronger than drive strength 1</td><td>4.68%</td></tr>
<tr><td>Number of filler instances in the final layout</td><td>2351</td></tr>
<tr><td>Finished Layout Cells</td><td>1745</td></tr>
<tr><td>Synth-to-Final Area Change</td><td>31.7%</td></tr>
<tr><th colspan="2">Detailed routing</th></tr>
<tr><td>Wire length after detailed routing</td><td>30600 um</td></tr>
<tr><td>Antenna Diode Count</td><td>0</td></tr>
<tr><td>Number of DRC violations after detailed routing</td><td>0</td></tr>
<tr><td>Count of antenna-violating nets left after detailed routing</td><td>0</td></tr>
<tr><td>Highest routing layer actually used</td><td>met4</td></tr>
<tr><td>First-iteration detailed-routing DRC count</td><td>462</td></tr>
<tr><td>Met3 WL</td><td>2350 um</td></tr>
<tr><td>Met2 wire len</td><td>13200 um</td></tr>
<tr><td>Vias/cell</td><td>5.28</td></tr>
<tr><td>Total vias in the final route</td><td>9220</td></tr>
<tr><td>Routed length on met1</td><td>14800 um</td></tr>
<tr><td>Drt wl/cell</td><td>17.6 um</td></tr>
<tr><td>First-pass DRT Iterations</td><td>5</td></tr>
<tr><th colspan="2">CTS</th></tr>
<tr><td>Number of resized instances in the post-cts repair step</td><td>0</td></tr>
<tr><td>Total number of clock tree sinks</td><td>110</td></tr>
<tr><td>Hold bufs inserted after CTS</td><td>0</td></tr>
<tr><td>CTS tree</td><td>built</td></tr>
<tr><td>Post-CTS Repair Setup Buffers</td><td>0</td></tr>
<tr><td>Clock Path Buffers</td><td>2</td></tr>
<tr><td>Total clock buffers created by CTS</td><td>9</td></tr>
<tr><td>H-tree lvl count</td><td>3</td></tr>
<tr><td>Clk root buf</td><td>sky130_fd_sc_hd__clkbuf_16</td></tr>
<tr><td>Clock-pin slew on the worst setup and hold paths</td><td>80 ps</td></tr>
<tr><th colspan="2">Power</th></tr>
<tr><td>Switching share of total power</td><td>36.9%</td></tr>
<tr><td>Power density over cell area</td><td>167 nW/um^2</td></tr>
<tr><td>Static power due to leakage</td><td>5.84 nW</td></tr>
<tr><td>P_int</td><td>0.00147 W</td></tr>
<tr><td>Clock share of power</td><td>16.9%</td></tr>
<tr><td>Share of total power in combinational logic</td><td>54.8%</td></tr>
<tr><td>VDD IR-drop max</td><td>87.5 uV</td></tr>
<tr><td>Switch Pwr</td><td>0.000858 W</td></tr>
<tr><td>Part of the total power dissipated in sequential elements</td><td>28.3%</td></tr>
<tr><th colspan="2">Worst setup path</th></tr>
<tr><td>Worst path slowest cell</td><td>sky130_fd_sc_hd__or4_4</td></tr>
<tr><td>Critical path launch point type</td><td>primary input</td></tr>
<tr><td>Cell occurring most often along the worst timing path</td><td>sky130_fd_sc_hd__ha_1</td></tr>
<tr><td>Worst-path fanout max</td><td>13</td></tr>
<tr><td>Critical path arrival</td><td>8690 ps</td></tr>
<tr><td>Worst EP required</td><td>9250 ps</td></tr>
<tr><td>Setup CP Type</td><td>in2reg</td></tr>
<tr><td>Delay of the slowest cell on the worst path</td><td>510 ps</td></tr>
<tr><td>Capturing element type of the critical path</td><td>register</td></tr>
<tr><th colspan="2">Logic synthesis</th></tr>
<tr><td>Simple Share, Synth</td><td>16.7%</td></tr>
<tr><td>Number of distinct library cell variants in the gate-level netlist after synthesis</td><td>84</td></tr>
<tr><td>Dominant combinational family</td><td>adder cells</td></tr>
<tr><td>MUX area fraction</td><td>0.909%</td></tr>
<tr><td>Synthesized cell area</td><td>10600 um^2</td></tr>
<tr><td>Aoi/oai-family share of the synthesized area</td><td>17.2%</td></tr>
<tr><td>XOR/XNOR Area Share</td><td>10.4%</td></tr>
<tr><td>Mean instance size in the synthesized netlist</td><td>9.29 um^2</td></tr>
<tr><td>Chip area in the Yosys report</td><td>10600 um^2</td></tr>
<tr><td>Post-synth EDFFs</td><td>70</td></tr>
<tr><td>Tally of yosys warning messages</td><td>1</td></tr>
<tr><td>Instance count of the mapped netlist</td><td>1140</td></tr>
<tr><td>Yosys cell count</td><td>1140</td></tr>
<tr><td>Synth Register Bits</td><td>110</td></tr>
<tr><td>Main flop type</td><td>sky130_fd_sc_hd__edfxtp_1</td></tr>
<tr><td>Area fraction in full adders, half adders and majority gates</td><td>21.6%</td></tr>
<tr><td>Share of the yosys chip area belonging to registers</td><td>27.4%</td></tr>
<tr><td>Async set-reset flop share out of synthesis</td><td>0%</td></tr>
<tr><th colspan="2">Global routing</th></tr>
<tr><td>Via count of the first global-routing pass</td><td>8759</td></tr>
<tr><td>Initial antenna violation count</td><td>0</td></tr>
<tr><td>Wire length of the first global-routing pass</td><td>47100 um</td></tr>
<tr><td>Final global-route overflow total</td><td>0</td></tr>
<tr><td>Overall global routing resource usage</td><td>23.3%</td></tr>
<tr><td>Largest net degree at the start of global routing</td><td>59</td></tr>
<tr><th colspan="2">Worst hold path</th></tr>
<tr><td>Cell depth of the worst min-delay path</td><td>2</td></tr>
<tr><td>Hold Path Sink</td><td>vsync_out</td></tr>
<tr><td>Startpoint of the worst hold path</td><td>vsync_in</td></tr>
<tr><td>Worst hold-check path type</td><td>in2reg</td></tr>
<tr><th colspan="2">Floorplanning</th></tr>
<tr><td>Placeable core region</td><td>26000 um^2</td></tr>
<tr><td>Row count</td><td>59</td></tr>
<tr><td>Init Core Util</td><td>40.8%</td></tr>
<tr><td>Chip footprint</td><td>27100 um^2</td></tr>
<tr><td>IO Pins</td><td>267</td></tr>
<tr><td>Die width</td><td>165 um</td></tr>
<tr><td>Die height</td><td>165 um</td></tr>
<tr><th colspan="2">STA</th></tr>
<tr><td>Final Hold Violation Tally</td><td>0</td></tr>
<tr><td>Highest attainable clock frequency</td><td>118 MHz</td></tr>
<tr><td>Setup TNS</td><td>0 ps</td></tr>
<tr><td>Setup repair after global routing missed its margin</td><td>false</td></tr>
<tr><td>Slew Viols, Final</td><td>0</td></tr>
<tr><td>Slew at the pin closest to its max-slew limit</td><td>845 ps</td></tr>
<tr><td>Slew HR</td><td>43.1%</td></tr>
<tr><td>Final-report setup violation count</td><td>0</td></tr>
<tr><td>Final min period</td><td>8440 ps</td></tr>
<tr><td>Worst path setup slack after routing</td><td>560 ps</td></tr>
<tr><td>Period utilisation layout</td><td>93.8%</td></tr>
<tr><th colspan="2">Run</th></tr>
<tr><td>OpenROAD warning count</td><td>44</td></tr>
<tr><td>Max-cap violations</td><td>0</td></tr>
</table>
power by group through the flow:
stage | logic [W] | registers (W) | clock network [W]
final | 0.00127 | 0.000657 | 0.000394
after global routing | 0.00144 | 0.000666 | 0.000427
after CTS | 0.00128 | 0.000659 | 0.000409
worst max path at each step:
stage	startpoint	endpoint	slack, ps
final	RP_y_pos[0]	rgb_out[8]	560
after global routing	RP_y_pos[0]	rgb_out[8]	90
after CTS	RP_y_pos[0]	rgb_out[8]	580
routing by layer:
metal | vias up | GRT usage (%)
met5 | - | 0
met4 | 0 | 2.59
met3 | 22 | 5.07
met2 | 281 | 34.6
met1 | 4216 | 36.8
li1 | 4701 | -
cell type report:
type,count,area [um^2],share of cell area [%]
clock buffers,10,239,1.71
clock inverters,6,45.0,0.323
inverters,109,409,2.93
multi-input cells,882,7070,50.7
flip-flops and latches,110,2900,20.8
well taps,335,419,3.00
repair buffers,293,2870,20.5
through the flow:
step           util [%]  hold WS, ps  area, um^2  total power [W]
2_1_floorplan         -         1900       10600          0.00146
3_3_place_gp       52.6         2360       13700          0.00193
3_5_place_dp       52.6         2360       13700          0.00194
4_1_cts            53.7         1980       14000          0.00234
5_1_grt            53.7         1980       14000          0.00253
6_report           53.7         1990       14000          0.00232
cell usage after synthesis, types with 7 or more instances:
master | count | area, um^2
sky130_fd_sc_hd__ha_1 | 173 | 2160
sky130_fd_sc_hd__inv_1 | 107 | 402
sky130_fd_sc_hd__xnor2_1 | 83 | 727
sky130_fd_sc_hd__edfxtp_1 | 70 | 2100
sky130_fd_sc_hd__a21oi_1 | 61 | 305
sky130_fd_sc_hd__o21ai_0 | 51 | 255
sky130_fd_sc_hd__nor2_1 | 50 | 188
sky130_fd_sc_hd__nand2_1 | 48 | 180
sky130_fd_sc_hd__dfxtp_1 | 40 | 801
sky130_fd_sc_hd__nor2b_1 | 37 | 231
sky130_fd_sc_hd__xor2_1 | 35 | 307
sky130_fd_sc_hd__a21o_1 | 28 | 210
sky130_fd_sc_hd__nor3_1 | 27 | 135
sky130_fd_sc_hd__nand3_1 | 23 | 115
sky130_fd_sc_hd__clkbuf_1 | 21 | 78.8
sky130_fd_sc_hd__nand4_1 | 18 | 113
sky130_fd_sc_hd__nand2b_1 | 16 | 100
sky130_fd_sc_hd__and3_1 | 14 | 87.6
sky130_fd_sc_hd__buf_4 | 12 | 90.1
sky130_fd_sc_hd__nor4_1 | 10 | 62.6
sky130_fd_sc_hd__a211oi_1 | 9 | 67.6
sky130_fd_sc_hd__and2_1 | 9 | 56.3
sky130_fd_sc_hd__nand3b_1 | 9 | 67.6
sky130_fd_sc_hd__nor4bb_1 | 9 | 90.1
sky130_fd_sc_hd__o21bai_1 | 9 | 67.6
sky130_fd_sc_hd__o22a_1 | 9 | 78.8
sky130_fd_sc_hd__o2111a_1 | 8 | 90.1
sky130_fd_sc_hd__o22ai_1 | 8 | 50.1
sky130_fd_sc_hd__nor4b_1 | 7 | 61.3
state kept, by name (all words and copies together) (netlist names), 12 cells and up:
name                     flops
hcount_out                  12
pixel_addr_playerR_head     12
rgb_out                     12
vcount_out                  12
xpos_playerR_out            12
xpos_sword_R                12
ypos_playerR_out            12
ypos_sword_R                12
logic make-up after synthesis:
logic type	count (synthesis)
AND/OR/NAND/NOR	309
buffers and inverters	148
flip-flops	110
multiplexers	9
AND-OR/OR-AND	264
XOR/XNOR	121
adder cells (fa/ha/maj)	179
placed cells by master, fill, tap and decap left out, drive strengths merged, types with 7 or more instances in the layout:
cell type,n
a21oi,61
dfxtp,40
edfxtp,70
and2,9
clkbuf,10
nor3,27
xor2,35
nand2b,16
nand3,23
ha,173
o21bai,9
nor4bb,9
a211oi,10
clkdlybuf4s50,266
nand3b,9
o22ai,8
inv,110
o21ai,52
nand4,18
nor4,12
nor2,50
nand2,48
xnor2,83
nor2b,37
o2111a,8
a21o,28
buf,27
nor4b,7
o22a,9
and3,14
worst max-delay path, delay by kind of cell:
kind                     cells  cell delay, ps
adder cells (fa/ha/maj)      6            1880
AND-OR/OR-AND               10            2280
buffers and inverters        5            1060
XOR/XNOR                     2             370
AND/OR/NAND/NOR              6            1050
multiplexers                 1             270
Power is estimated from default activity; no workload was simulated.

**config.mk**
```make
export PLATFORM = sky130hd
export DESIGN_NAME = playerL
export DESIGN_NICKNAME = playerL
export VERILOG_FILES = /design/flow/design.v
export SDC_FILE = /design/flow/constraint.sdc
export NUM_CORES = 4
export LEC_CHECK = 1
export CORE_UTILIZATION = 30
```
**constraint.sdc**
```tcl
current_design playerL

set clk_period 7.6
set clk_io_pct 0.2

create_clock -name clk0 -period $clk_period [get_ports {clk}]

set non_clock_inputs [all_inputs -no_clocks]
set_input_delay [expr $clk_period * $clk_io_pct] -clock clk0 $non_clock_inputs
set_output_delay [expr $clk_period * $clk_io_pct] -clock clk0 [all_outputs]
```
**design.v**
```verilog
`timescale 1ns / 1ps
module playerL(
    input wire clk,
    input wire reset,
    input wire [11:0] vcount_in,
    input wire vsync_in,
    input wire vblnk_in,
    input wire [11:0] hcount_in,
    input wire hsync_in,
    input wire hblnk_in,
    input wire [11:0] rgb_in,
    input wire [11:0] rgb_pixel_sword_L,
    input wire [11:0] rgb_pixel_playerL_head,
    input wire [11:0] rgb_pixel_playerL_head2,
    input wire [11:0] rgb_pixel_playerL_legs,
    input wire [11:0] rgb_pixel_playerL_legs2,
    input wire [11:0] LP_x_pos,
    input wire [11:0] LP_y_pos,
    input wire change_legs_L,
    input wire [4:0] LP_sword_pos,
    input wire [11:0] LP_x_sword_pos,
    input wire dead_L,
    output reg [11:0] vcount_out,
    output reg vsync_out,
    output reg vblnk_out,
    output reg [11:0] hcount_out,
    output reg hsync_out,
    output reg hblnk_out,
    output reg [11:0] pixel_addr_playerL_head,
    output reg [11:0] pixel_addr_playerL_legs,
    output reg [9:0] pixel_addr_sword_L,
    output reg [11:0] rgb_out,
    output reg [11:0] xpos_playerL_out,
    output reg [11:0] ypos_playerL_out,
    output reg [11:0] xpos_sword_L,
    output reg [11:0] ypos_sword_L
);
    localparam HEIGHT = 64;
    localparam WIDTH = 64;
    localparam SWORD_SIZE = 32;
    reg [11:0] rgb_out_nxt;
    wire [11:0] xpos_playerL_nxt, ypos_playerL_nxt;
    wire [11:0] xpos_playerL_legs, ypos_playerL_legs;
    wire [11:0] xpos_playerL_head_dead, ypos_playerL_head_dead;
    wire [11:0] xpos_playerL_legs_dead, ypos_playerL_legs_dead;
    wire [11:0] LP_x_pos_nxt, LP_y_pos_nxt;
    wire [11:0] xpos_sword_L_nxt, ypos_sword_L_nxt;
    assign LP_x_pos_nxt = LP_x_pos;
    assign LP_y_pos_nxt = LP_y_pos;
    assign xpos_playerL_nxt = 75 + LP_x_pos_nxt;
    assign ypos_playerL_nxt = 450 - LP_y_pos_nxt;
    assign xpos_playerL_legs = xpos_playerL_nxt;
    assign ypos_playerL_legs = ypos_playerL_nxt + 64;
    assign xpos_sword_L_nxt = (xpos_playerL_nxt + 64 + LP_x_sword_pos);
    assign ypos_sword_L_nxt = (ypos_playerL_nxt + 55 - LP_sword_pos);
    wire [5:0] addrx_playerL_head;
    wire [5:0] addry_playerL_head;
    wire [5:0] addrx_playerL_legs;
    wire [5:0] addry_playerL_legs;
    wire [5:0] addrx_sword_L, addry_sword_L;
    assign addry_playerL_head = vcount_in - ypos_playerL_nxt;
    assign addrx_playerL_head = hcount_in - xpos_playerL_nxt;
    assign addry_playerL_legs = vcount_in - ypos_playerL_legs;
    assign addrx_playerL_legs = hcount_in - xpos_playerL_legs;  
    assign addrx_sword_L = hcount_in - xpos_sword_L_nxt;
    assign addry_sword_L = vcount_in - ypos_sword_L_nxt;
    always@(posedge clk)
    if (reset)
    begin
        hsync_out <= 0;
        vsync_out <= 0;
        hblnk_out <= 0;
        vblnk_out <= 0;
        hcount_out <= 0;
        vcount_out <= 0;
    end
    else
    begin
        hsync_out <= hsync_in;
        vsync_out <= vsync_in;
        hblnk_out <= hblnk_in;
        vblnk_out <= vblnk_in;
        hcount_out <= hcount_in;
        vcount_out <= vcount_in;
        xpos_playerL_out <= xpos_playerL_nxt;
        ypos_playerL_out <= ypos_playerL_nxt;
        xpos_sword_L <= xpos_sword_L_nxt;
        ypos_sword_L <= ypos_sword_L_nxt;
        pixel_addr_playerL_head <= {addry_playerL_head[5:0], addrx_playerL_head[5:0]};
        pixel_addr_playerL_legs <= {addry_playerL_legs[5:0], addrx_playerL_legs[5:0]};
        pixel_addr_sword_L <= {addry_sword_L[4:0], addrx_sword_L[4:0]};
    end
    always@(posedge clk)
    begin
    if (reset)
        rgb_out <= 0;
    else
        rgb_out <= rgb_out_nxt;
    end
    always @(*)
    begin
        if(vblnk_in || hblnk_in) rgb_out_nxt = 12'h0_0_0;
        else
        begin
            if(~vblnk_in & ~hblnk_in)
            begin                
                if (dead_L != 1)
                begin
                if (change_legs_L == 1)
                begin
                    if (LP_sword_pos == 0)
                    begin
                        if ((vcount_in <= ypos_playerL_nxt + HEIGHT - 1) && (vcount_in >= ypos_playerL_nxt ) && (hcount_in <= xpos_playerL_nxt + WIDTH + 1) && (hcount_in >= xpos_playerL_nxt + 2) && (rgb_pixel_playerL_head != 12'h198)) rgb_out_nxt <= rgb_pixel_playerL_head;
                        else if ((vcount_in <= ypos_playerL_legs + HEIGHT - 1) && (vcount_in >= ypos_playerL_legs ) && (hcount_in <= xpos_playerL_legs + WIDTH + 1) && (hcount_in >= xpos_playerL_legs + 2) && (rgb_pixel_playerL_legs2 != 12'h198)) rgb_out_nxt <= rgb_pixel_playerL_legs2;
                        else if ((vcount_in <= ypos_sword_L_nxt + SWORD_SIZE - 1) && (vcount_in >= ypos_sword_L_nxt) && (hcount_in <= xpos_sword_L_nxt + SWORD_SIZE + 1) && (hcount_in >= xpos_sword_L_nxt + 2) && (rgb_pixel_sword_L != 12'h198)) rgb_out_nxt <= 12'h000;
                        else rgb_out_nxt <= rgb_in;
                    end
                    else if (LP_sword_pos != 0)
                    begin
                        if ((vcount_in <= ypos_playerL_nxt + HEIGHT - 1) && (vcount_in >= ypos_playerL_nxt ) && (hcount_in <= xpos_playerL_nxt + WIDTH + 1) && (hcount_in >= xpos_playerL_nxt + 2) && (rgb_pixel_playerL_head2 != 12'h198)) rgb_out_nxt <= rgb_pixel_playerL_head2;
                        else if ((vcount_in <= ypos_playerL_legs + HEIGHT - 1) && (vcount_in >= ypos_playerL_legs ) && (hcount_in <= xpos_playerL_legs + WIDTH + 1) && (hcount_in >= xpos_playerL_legs + 2) && (rgb_pixel_playerL_legs2 != 12'h198)) rgb_out_nxt <= rgb_pixel_playerL_legs2;
                        else if ((vcount_in <= ypos_sword_L_nxt + SWORD_SIZE - 1) && (vcount_in >= ypos_sword_L_nxt) && (hcount_in <= xpos_sword_L_nxt + SWORD_SIZE + 1) && (hcount_in >= xpos_sword_L_nxt + 2) && (rgb_pixel_sword_L != 12'h198)) rgb_out_nxt <= 12'h000;
                        else rgb_out_nxt <= rgb_in;
                    end
                end
                else if (change_legs_L != 1)
                begin
                    if (LP_sword_pos == 0)
                    begin
                        if ((vcount_in <= ypos_playerL_nxt + HEIGHT - 1) && (vcount_in >= ypos_playerL_nxt ) && (hcount_in <= xpos_playerL_nxt + WIDTH + 1) && (hcount_in >= xpos_playerL_nxt + 2) && (rgb_pixel_playerL_head != 12'h198)) rgb_out_nxt <= rgb_pixel_playerL_head;
                        else if ((vcount_in <= ypos_playerL_legs + HEIGHT - 1) && (vcount_in >= ypos_playerL_legs ) && (hcount_in <= xpos_playerL_legs + WIDTH + 1) && (hcount_in >= xpos_playerL_legs + 2) && (rgb_pixel_playerL_legs != 12'h198)) rgb_out_nxt <= rgb_pixel_playerL_legs;
                        else if ((vcount_in <= ypos_sword_L_nxt + SWORD_SIZE - 1) && (vcount_in >= ypos_sword_L_nxt) && (hcount_in <= xpos_sword_L_nxt + SWORD_SIZE + 1) && (hcount_in >= xpos_sword_L_nxt + 2) && (rgb_pixel_sword_L != 12'h198)) rgb_out_nxt <= 12'h000;
                        else rgb_out_nxt <= rgb_in;
                    end
                    else if (LP_sword_pos != 0)
                    begin
                        if ((vcount_in <= ypos_playerL_nxt + HEIGHT - 1) && (vcount_in >= ypos_playerL_nxt ) && (hcount_in <= xpos_playerL_nxt + WIDTH + 1) && (hcount_in >= xpos_playerL_nxt + 2) && (rgb_pixel_playerL_head2 != 12'h198)) rgb_out_nxt <= rgb_pixel_playerL_head2;
                        else if ((vcount_in <= ypos_playerL_legs + HEIGHT - 1) && (vcount_in >= ypos_playerL_legs ) && (hcount_in <= xpos_playerL_legs + WIDTH + 1) && (hcount_in >= xpos_playerL_legs + 2) && (rgb_pixel_playerL_legs != 12'h198)) rgb_out_nxt <= rgb_pixel_playerL_legs;
                        else if ((vcount_in <= ypos_sword_L_nxt + SWORD_SIZE - 1) && (vcount_in >= ypos_sword_L_nxt) && (hcount_in <= xpos_sword_L_nxt + SWORD_SIZE + 1) && (hcount_in >= xpos_sword_L_nxt + 2) && (rgb_pixel_sword_L != 12'h198)) rgb_out_nxt <= 12'h000;
                        else rgb_out_nxt <= rgb_in;
                    end
                end
                end
                else
                begin
                if (change_legs_L == 1)
                begin
                    if (LP_sword_pos == 0)
                    begin
                        if ((vcount_in <= ypos_playerL_nxt + HEIGHT - 1) && (vcount_in >= ypos_playerL_nxt ) && (hcount_in <= xpos_playerL_nxt + WIDTH + 1) && (hcount_in >= xpos_playerL_nxt + 2) && (rgb_pixel_playerL_head != 12'h198)) rgb_out_nxt <= 12'hf00;
                        else if ((vcount_in <= ypos_playerL_legs + HEIGHT - 1) && (vcount_in >= ypos_playerL_legs ) && (hcount_in <= xpos_playerL_legs + WIDTH + 1) && (hcount_in >= xpos_playerL_legs + 2) && (rgb_pixel_playerL_legs2 != 12'h198)) rgb_out_nxt <= 12'hf00;
                        else if ((vcount_in <= ypos_sword_L_nxt + SWORD_SIZE - 1) && (vcount_in >= ypos_sword_L_nxt) && (hcount_in <= xpos_sword_L_nxt + SWORD_SIZE + 1) && (hcount_in >= xpos_sword_L_nxt + 2) && (rgb_pixel_sword_L != 12'h198)) rgb_out_nxt <= 12'hf00;
                        else rgb_out_nxt <= rgb_in;
                    end
                    else if (LP_sword_pos != 0)
                    begin
                        if ((vcount_in <= ypos_playerL_nxt + HEIGHT - 1) && (vcount_in >= ypos_playerL_nxt ) && (hcount_in <= xpos_playerL_nxt + WIDTH + 1) && (hcount_in >= xpos_playerL_nxt + 2) && (rgb_pixel_playerL_head2 != 12'h198)) rgb_out_nxt <= 12'hf00;
                        else if ((vcount_in <= ypos_playerL_legs + HEIGHT - 1) && (vcount_in >= ypos_playerL_legs ) && (hcount_in <= xpos_playerL_legs + WIDTH + 1) && (hcount_in >= xpos_playerL_legs + 2) && (rgb_pixel_playerL_legs2 != 12'h198)) rgb_out_nxt <= 12'hf00;
                        else if ((vcount_in <= ypos_sword_L_nxt + SWORD_SIZE - 1) && (vcount_in >= ypos_sword_L_nxt) && (hcount_in <= xpos_sword_L_nxt + SWORD_SIZE + 1) && (hcount_in >= xpos_sword_L_nxt + 2) && (rgb_pixel_sword_L != 12'h198)) rgb_out_nxt <= 12'hf00;
                        else rgb_out_nxt <= rgb_in;
                    end
                end
                else if (change_legs_L != 1)
                begin
                    if (LP_sword_pos == 0)
                    begin
                        if ((vcount_in <= ypos_playerL_nxt + HEIGHT - 1) && (vcount_in >= ypos_playerL_nxt ) && (hcount_in <= xpos_playerL_nxt + WIDTH + 1) && (hcount_in >= xpos_playerL_nxt + 2) && (rgb_pixel_playerL_head != 12'h198)) rgb_out_nxt <= 12'hf00;
                        else if ((vcount_in <= ypos_playerL_legs + HEIGHT - 1) && (vcount_in >= ypos_playerL_legs ) && (hcount_in <= xpos_playerL_legs + WIDTH + 1) && (hcount_in >= xpos_playerL_legs + 2) && (rgb_pixel_playerL_legs != 12'h198)) rgb_out_nxt <= 12'hf00;
                        else if ((vcount_in <= ypos_sword_L_nxt + SWORD_SIZE - 1) && (vcount_in >= ypos_sword_L_nxt) && (hcount_in <= xpos_sword_L_nxt + SWORD_SIZE + 1) && (hcount_in >= xpos_sword_L_nxt + 2) && (rgb_pixel_sword_L != 12'h198)) rgb_out_nxt <= 12'hf00;
                        else rgb_out_nxt <= rgb_in;
                    end
                    else if (LP_sword_pos != 0)
                    begin
                        if ((vcount_in <= ypos_playerL_nxt + HEIGHT - 1) && (vcount_in >= ypos_playerL_nxt ) && (hcount_in <= xpos_playerL_nxt + WIDTH + 1) && (hcount_in >= xpos_playerL_nxt + 2) && (rgb_pixel_playerL_head2 != 12'h198)) rgb_out_nxt <= 12'hf00;
                        else if ((vcount_in <= ypos_playerL_legs + HEIGHT - 1) && (vcount_in >= ypos_playerL_legs ) && (hcount_in <= xpos_playerL_legs + WIDTH + 1) && (hcount_in >= xpos_playerL_legs + 2) && (rgb_pixel_playerL_legs != 12'h198)) rgb_out_nxt <= 12'hf00;
                        else if ((vcount_in <= ypos_sword_L_nxt + SWORD_SIZE - 1) && (vcount_in >= ypos_sword_L_nxt) && (hcount_in <= xpos_sword_L_nxt + SWORD_SIZE + 1) && (hcount_in >= xpos_sword_L_nxt + 2) && (rgb_pixel_sword_L != 12'h198)) rgb_out_nxt <= 12'hf00;
                        else rgb_out_nxt <= rgb_in;
                    end
                end
                end
            end
            else rgb_out_nxt = 12'h0_0_0;
        end
    end
endmodule
```
**run.sh**
```bash
#!/bin/bash
# OpenROAD 26Q1-2900-gdf79404cd8, Yosys 0.63+post, stock flow scripts
make -C /OpenROAD-flow-scripts/flow DESIGN_CONFIG=/design/flow/config.mk WORK_HOME=/design/flow/orfs finish
```
==> datasheet_impl.txt <==
Physical implementation characteristics

Parameter                              Value

Run status
  Status .................. complete, no violations

Floorplan
  Std-Cell Rows .................. 68
  Die height .................. 190.1 um
  Placeable Area .................. 34710 sq um
  Floorplan core density .................. 30.58%
  Chip area .................. 36140 sq um
  Die X-Extent .................. 190.1 um
  Number of placed I/O pins .................. 267

Clock network
  Number of resized instances in the post-cts repair step .................. 0
  Clock tree root driver cell .................. clkbuf_16
  H-tree level count .................. 3
  Clock Pin Slew Worst Setup and Hold Paths .................. 0.08 ns
  Bufs on Longest Clock Path .................. 2
  Number of setup buffers added after CTS .................. 0
  Cts bufs inserted .................. 9
  TritonCTS clock tree .................. built
  Cts-stage hold buffer count .................. 0
  # clock sinks .................. 110

Synth
  Mapped Area .................. 10610 sq um
  Post-synthesis cell count .................. 1118
  Register bit total from synthesis .................. 110
  Synth Area per Inst .................. 9.494 sq um
  Part of the Yosys area used for sequential elements .................. 27.35%
  Number of different library cells in the post-synthesis netlist .................. 85
  Synthesis warning total .................. 1
  FFs w/ async S/R, synth .................. 0%
  Number of synthesized flops with an enable pin .................. 70
  Dominant register cell in the synthesized netlist .................. edfxtp_1
  Area of the synthesized netlist per yosys stat .................. 10610 sq um
  Cell count in the Yosys report .................. 1118

Critical path
  Critical path startpoint category .................. input pin
  List of cells traversed by the critical path .................. clkdlybuf4s50_1 > inv_1 > ha_1 > nand2b_1 > a211o_1 > xnor2_1 > inv_1 > xnor2_1 > inv_1 > ha_1 > or4_1 > o211a_1 > and3_1 > and3_1 > xnor2_1 > ha_1 > nand4_1 > nor2_1 > nand2_1 > o21ai_0 > o2111ai_1 > a31o_2 > nor4_2 > and4bb_2
  Type of the worst setup path .................. input pin to register
  Required time of the worst setup path .................. 7.87 ns
  Peak fanout along the critical path .................. 11
  Worst Path Arrival .................. 7.31 ns
  Worst setup EP type .................. register
  Slowest stage delay, CP .................. 0.58 ns
  Worst path slowest cell .................. clkdlybuf4s50_1

Route
  Via total after detailed routing .................. 9392
  Number of iterations in the first detailed-routing pass .................. 5
  Final ANT Viol Nets .................. 0
  Average vias per placed instance .................. 5.033
  Aggregate routed wire length .................. 32630 um
  DRC Markers .................. 0
  Post-detailed-route wirelength per cell .................. 17.49 um
  1st-iter DRT viols .................. 518

Global routing
  Total Routing Usage GR .................. 18.66%
  Via count of the first global-routing pass .................. 9124
  Maximum number of pins on one net before global-route repair .................. 37
  Wire length of the first global-routing pass .................. 50780 um
  Number of antenna violations at the first check in global routing .................. 1
  Total global routing overflow .................. 0

Place
  Buffers on Ports .................. 266
  Placed cells .................. 1849
  Detail Placement HPWL .................. 26530 um
  Routability cong. .................. 0.9153

Run
  Max capacitance violation total .................. 0
  Number of logged tool warnings .................. 42

Power and ir drop
  Lkg Pwr .................. 0.005807 uW
  Power per cell area .................. 192.5 nW/um^2
  IR Drop Worst-Case VDD .................. 0.0001031 V

Final layout
  Final cell utilization of the core .................. 41.16%
  Count of fill cells added during filler insertion .................. 3372
  Ratio of cells with drive above 1 in the final layout .................. 6.383%
  Area growth from synthesis to layout .................. 34.61%
  Finished Layout Cells .................. 1866

STA
  Final setup fails .................. 0
  Post-layout minimum cycle time .................. 7.048 ns
  Pins over their slew limit .................. 0
  Measured slew at the worst slew-check pin .................. 0.8000 ns
  Final Hold Vio Count .................. 0
  Worst rel slew slack .................. 45.94%
  Setup repair after global routing missed its margin .................. no
  Maximum clock rate .................. 141.9 MHz
  Setup TNS .................. 0 ns
  Worst slack on hold paths .................. 1.706 ns
  Share of the clock period used by the worst path after layout .................. 92.73%

Min path
  Hold WC Path Type .................. input pin to register
[layer usage]
layer | share of wire [%] | vias to the layer above | wire length, um | GRT usage, %
met3 | 6.8 | 25 | 2213 | 4.067
li1 | - | 4762 | - | -
met5 | 0 | - | 0 | 0
met1 | 47 | 4356 | 15220 | 27.45
met2 | 45 | 249 | 14760 | 29.32
met4 | 1.4 | 0 | 442 | 2.202
[worst max-delay path: cells and delay by family]
| kind | cells | cell delay, ns |
|---|---|---|
| xor gates and xnor gates | 3 | 0.64 |
| and+or+nand+nor | 9 | 2.12 |
| buffers and inverters | 4 | 0.92 |
| AOI/OAI and AO/OA | 5 | 1.26 |
| adders and majority gates | 3 | 0.85 |
[layout by cell type, fill, tap and decap left out, drive strengths merged, types with 10 or more instances in the layout]
master         netlist  routed
nor4                12      12
o22ai               11      11
a31oi               11      11
buf                 19      44
a21oi               52      52
a21o                37      37
a211oi              17      17
xnor2               93      93
nand3               22      22
o31ai               10      10
xor2                33      33
o311ai              13      13
inv                 95      98
o211ai              10      10
ha                 161     161
nor4bb              11      11
clkdlybuf4s50        0     266
edfxtp              70      70
dfxtp               40      40
nand2               43      43
nor2b               40      40
nor3                23      23
nor2                48      48
o21ai               33      33
a22oi               11      11
nand4               19      19
o21a                17      17
[cells in the mapped netlist, drive strengths merged (5+ instances only)]
master   count  area, sq um
a2111oi      7        87.58
a211o        6        52.55
a211oi      17        155.2
a21o        37        277.8
a21oi       52        260.3
a221o        5        50.05
a221oi       9        78.83
a22oi       11        82.58
a311oi       7        61.31
a31oi       11        68.82
and2         6        37.54
and3         9        56.30
buf         19        136.4
clkbuf      15        56.30
dfxtp       40        800.8
edfxtp      70         2102
fa           6        120.1
ha         161         2014
inv         95        359.1
nand2       43        161.4
nand2b       9        56.30
nand3       22        110.1
nand4       19        118.9
nor2        48        180.2
nor2b       40        250.2
nor3        23        115.1
nor4        12        81.33
nor4b        5        65.06
nor4bb      11        110.1
o2111ai      6        52.55
o211ai      10        88.83
o21a        17        127.6
o21ai       33        165.2
o21bai       8        60.06
o22ai       11        68.82
o311ai      13        113.9
o31ai       10        75.07
or2          8        50.05
or3          6        37.54
xnor2       93        829.5
xor2        33        315.3
[state kept, by name (all words and copies together) (netlist names), 10 cells and up]
register and count:
pixel_addr_playerL_head 12, ypos_playerL_out 12, rgb_out 12, pixel_addr_sword_L 10, xpos_sword_L 12, hcount_out 12, xpos_playerL_out 12, vcount_out 12
ypos_sword_L 12
[report_power, final]
| part | internal, uW | switching [uW] | total [uW] |
|---|---|---|---|
| clock | 235 | 264 | 499 |
| combinational | 734 | 743 | 1480 |
| sequential | 746 | 27.9 | 774 |
[cell type report]
type                       count  area, sq um  area share (%)
inverter                      97        366.6           2.566
tap                          455        569.3           3.985
clock buffer                   9        225.2           1.576
timing repair buffer         310         2993           20.95
antenna                        1        2.502         0.01751
clock inverter                 7        76.32          0.5342
multi-input combinational    877         7152           50.06
sequential                   110         2903           20.32
[metrics by stage]
step | area [sq um] | power (uW) | setup WS, ns
finish | 14290 | 2751 | 0.5523
global route | 14290 | 2975 | 0.008813
CTS | 14290 | 2775 | 0.5435
detailed placement | 13980 | 2262 | 0.1530
global placement | 13980 | 2249 | 0.2688
floorplan | 10610 | 1693 | 0.6238
[path summary, 6_finish.rpt]
path | startpoint | endpoint | slack, ns | cells past startpoint
hold / removal | vsync_in | vsync_out$_SDFF_PP0_ | 1.71 | 2
setup / recovery | LP_x_pos[1] | rgb_out[8]$_SDFF_PP0_ | 0.55 | 24
[logic make-up (layout without fill, tap and decap cells)]
| logic type | Yosys count | in the layout | synth area share [%] |
|---|---|---|---|
| other | 0 | 1 | 0 |
| multiplexers | 3 | 3 | 0.2947 |
| AND-OR/OR-AND | 292 | 292 | 20.03 |
| buffers and inverters | 131 | 423 | 5.269 |
| AND/OR/NAND/NOR | 285 | 285 | 15.42 |
| flip-flops | 110 | 110 | 27.35 |
| adder cells (fa/ha/maj) | 168 | 168 | 20.21 |
| XOR/XNOR | 129 | 129 | 11.43 |
Power figures rest on the tool's default switching activity, not on a simulated workload.

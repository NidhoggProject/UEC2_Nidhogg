### flow/run.sh
#!/bin/bash
# OpenROAD 26Q1-2900-gdf79404cd8, Yosys 0.63+post, stock flow scripts
make -C /OpenROAD-flow-scripts/flow DESIGN_CONFIG=/design/flow/config.mk WORK_HOME=/design/flow/orfs finish
### flow/config.mk
export PLATFORM = sky130hd
export DESIGN_NAME = wall
export DESIGN_NICKNAME = wall
export VERILOG_FILES = /design/flow/design.v
export SDC_FILE = /design/flow/constraint.sdc
export NUM_CORES = 4
export LEC_CHECK = 1
export CORE_UTILIZATION = 50
### flow/constraint.sdc
current_design wall

set clk_period 1.0
set clk_io_pct 0.2

create_clock -name clk0 -period $clk_period [get_ports {clk}]

set non_clock_inputs [all_inputs -no_clocks]
set_input_delay [expr $clk_period * $clk_io_pct] -clock clk0 $non_clock_inputs
set_output_delay [expr $clk_period * $clk_io_pct] -clock clk0 [all_outputs]
### flow/design.v
`timescale 1ns / 1ps
module wall(
    input wire clk,
    input wire reset,
    input wire [11:0] vcount_in,
    input wire vsync_in,
    input wire vblnk_in,
    input wire [11:0] hcount_in,
    input wire hsync_in,
    input wire hblnk_in,
    input wire [11:0] rgb_pixel,
    output reg [11:0] vcount_out,
    output reg vsync_out,
    output reg vblnk_out,
    output reg [11:0] hcount_out,
    output reg hsync_out,
    output reg hblnk_out,
    output reg [11:0] pixel_addr,
    output reg [11:0] rgb_out
    );
    localparam HEIGHT = 128;
    localparam WIDTH = 128;
    localparam xpos = 0;
    localparam ypos = 0;
    wire [5:0] addrx;
    wire [5:0] addry;
    assign addry = vcount_in - ypos;
    assign addrx = hcount_in - xpos;
    reg [11:0] rgb_out_nxt;
    always@(posedge clk)
    if (reset)
    begin
        hsync_out <= 0;
        vsync_out <= 0;
        hblnk_out <= 0;
        vblnk_out <= 0;
        hcount_out <= 0;
        vcount_out <= 0;
    end
    else
    begin
        hsync_out <= hsync_in;
        vsync_out <= vsync_in;
        hblnk_out <= hblnk_in;
        vblnk_out <= vblnk_in;
        hcount_out <= hcount_in;
        vcount_out <= vcount_in;
        pixel_addr <= {addry[5:0], addrx[5:0]};
    end
    always@(posedge clk)
    begin
    if (reset)
        rgb_out <= 0;
    else
        rgb_out <= rgb_out_nxt;
    end
    integer i, j;
    always @(*)
    begin
        if(vblnk_in || hblnk_in) rgb_out_nxt = 12'h0_0_0;
        else
        begin
            if(~vblnk_in & ~hblnk_in)
            begin
                for (i = 0; i < 20; i=i+1)
                begin
                    for (j = 0; j < 20; j=j+1)
                    begin
                        if ((vcount_in <= ypos + (i+1)*HEIGHT - 1) && (vcount_in >= ypos + i*HEIGHT) && (hcount_in <= xpos + (j+1)*WIDTH) && (hcount_in >= xpos + j*WIDTH)) rgb_out_nxt <= rgb_pixel;
                    end
                end        
                if (vcount_in > 550) rgb_out_nxt <= 12'h300;    
                else if (vcount_in > 555) rgb_out_nxt <= 12'h200;     
                else if (vcount_in > 520) rgb_out_nxt <= 12'h333;    
            end
            else rgb_out_nxt = 12'h0_0_0;
        end
    end
endmodule
==> results.txt <==
run metrics: cell count in the Yosys report=179, slew margin rel.=53.8%, total power=3.93 mW, gr usage total=22.5%, total iterations of the first detailed-routing run=4, top cells, area=dfxtp_1 (39%), edfxtp_1 (18%), nor2b_1 (12%), dlxtn_1 (8.8%), o21a_1 (2.2%), max cap viols=0, Setup violations, final=2, IO Pins=94, Top-area cell share=39.2%, Synth area leader=dfxtp_1, Power Dens Cells=1310 nW/um2, syn avg cell area=11.4 um2, worst-path cell chain=buf_2, most used logic cell in the final layout=clkdlybuf4s50_1, setup TNS=-0.0279 ns, htree depth=2, OpenROAD warning count=28, fillers=238, maximum vdd drop=1.20 mV, Hold Violations, Final=0, Highest Clock Rate=984 MHz, fin crit period=1.02 ns, RSZ-0062 raised after global routing=yes, Crit path required time=0.80 ns, register pins left without a clock=12, detailed-route wire length per cell=13.0 um, CP Class=reg2out, Slew @ Worst Pin=0.687 ns, Critical Path Source Type=register, antenna-violating nets left=0, total grt overflow=0, PostCTS Resize Cnt=128, Pre-Place Util=53.8%, most numerous logic cells after layout=clkdlybuf4s50_1 (41), nor2b_1 (39), clkbuf_2 (33), Worst-path clk slew=0.09 ns, fin crit share=102%, core area=3800 um2, IO buf count=93, failing checks=setup timing, Root Buffer=clkbuf_8, fraction of layout cells with a size suffix above 1=34.7%, leak pwr=1.30 nW, endpoints left unconstrained=12, Die X=65.9 um, CP max stage delay=0.38 ns, Post-CTS Hold Buffers=0, Crit Path Max Fanout=1, Rows=22, Inserted Clock Buffers=5, status=finished with violations, DIE AREA=4350 um2, CP Data Arrival Time=0.82 ns, drc violations=0, Final Slew Violations=0, #FFs+latches synth=64, Yosys chip area=2040 um2, vias per cell=4.91, worst hold-check path type=in2reg, Post-Layout Inst Area=3000 um2, Top Family by Delay on Critical Path=flip-flops, clk buf depth=2, Layout area overhead=46.8%, Worst path depth=1, worst path bufs/invs=1, largest net degree at the start of global routing=24, final setup margin=-0.0164 ns, postcts setup bufs=0, CP startpoint=pixel_addr[5], placed cell areas=3140 um2, crit path max-delay cell type=edfxtp_1, first-pass GRT wire length=7040 um, CP Capture Point=pixel_addr[5], GPL Wtd Cong=0.929, post-synthesis cell count=179, initial antenna violation count=0, die height=65.9 um, CTS tree=yes, vias in the first global route=1547, Critical Path End Type=output pin, DP HPWL=3290 um, routed vias=1665, distinct lib cells=35, initial DRC count=71, mapped cell area=2040 um2, YS warnings=1, final WL=4400 um, antenna cells=0
==> per-stage QoR <==
stage / std cells / utilization [%] / setup WS, ns / hold WS (ns)
after floorplan: 179 / - / 0.0919 / 0.272
after global placement: 331 / 82.7 / -0.201 / 0.761
after detailed placement: 331 / 82.7 / -0.226 / 0.768
after CTS: 339 / 83.0 / -0.0204 / 0.446
after global routing: 339 / 79.0 / -0.0571 / 0.441
final: 339 / 79.0 / -0.0164 / 0.452
==> worst min path at each step <==
stage,slack [ns],from,to,depth (start not counted)
4_1_cts,0.45,vsync_in,vsync_out,2
5_1_grt,0.44,vsync_in,vsync_out,2
6_report,0.45,vsync_in,vsync_out,2
==> synthesized netlist by cell type (all sizes together) <==
library cell  count
o31ai             1
o41a              1
nor3b             1
a211o             1
o21a              6
and3              1
xnor2             1
inv               3
nor2b            39
mux2i             1
a21oi             4
or3               1
nor2              8
o41ai             2
o2111ai           1
edfxtp           12
or4               3
nor4              3
dlxtn            12
a211oi            1
buf               1
dfxtp            40
a31oi             1
nor3              3
or4b              1
o31a              1
o211ai            1
nand3             2
o21ai             7
clkbuf            7
nand2             6
and2              6
nand4             1
==> area by class of cell <==
class,instances,area [um2],area share [%]
sequential,64,1370,45.5
timing repair buffer,112,823,27.4
multi-input combinational,104,654,21.8
clock buffer,5,68.8,2.29
tap,48,60.1,2.00
clock inverter,3,18.8,0.625
inverter,3,11.3,0.375
==> where the power goes <==
group          internal [mW]  total, mW  switching, mW
Sequential              2.26       2.28         0.0236
Clock                  0.488       1.14          0.657
Combinational          0.315      0.505          0.190
Total                   3.06       3.93          0.870
==> registers in the layout, indices dropped and copies added, names as in the netlist <==
register     count
rgb_out_nxt     12
hsync_out        1
hblnk_out        1
vcount_out      12
vsync_out        1
pixel_addr      12
vblnk_out        1
rgb_out         12
hcount_out      12
==> cells by family (layout without fill, tap and decap cells) <==
logic type      after synthesis  after routing  share of synthesized area, %
compound gates               27             27                          9.36
xor+xnor                      1              1                         0.428
buf+inv                      11            123                          2.39
flops                        52             52                          56.8
latches                      12             12                          8.81
mux                           1              1                         0.490
simple gates                 75             75                          21.7
==> routing by layer <==
layer	global-route usage (%)	vias up	part of all wire [%]
met5	0	-	0
met1	32.9	758	44
li1	-	834	-
met3	7.17	7	8.7
met2	35.6	66	46
met4	3.19	0	1.7
Power figures rest on the tool's default switching activity, not on a simulated workload.
